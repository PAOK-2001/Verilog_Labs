--- config.mk ---
export PLATFORM = sky130hd
export DESIGN_NAME = factorialSum
export DESIGN_NICKNAME = factorialSum
export VERILOG_FILES = /design/flow/design.v
export SDC_FILE = /design/flow/constraint.sdc
export NUM_CORES = 4
export LEC_CHECK = 1
export CORE_UTILIZATION = 30
--- constraint.sdc ---
current_design factorialSum

set clk_period 5.4
set clk_io_pct 0.2

create_clock -name clk0 -period $clk_period [get_ports {clk}]

set non_clock_inputs [all_inputs -no_clocks]
set_input_delay [expr $clk_period * $clk_io_pct] -clock clk0 $non_clock_inputs
set_output_delay [expr $clk_period * $clk_io_pct] -clock clk0 [all_outputs]
--- design.v ---
module BCD(
	input      [3:0] num,
	output reg [6:0] display7Segment
);
always@(num)
begin
	casex(num)
	0:
		display7Segment = 7'b1000000;
	1:
		display7Segment = 7'b1111001;
	2:
		display7Segment = 7'b0100100;
	3:
		display7Segment = 7'b0110000;
	4:
		display7Segment = 7'b0011001;
	5:
		display7Segment = 7'b0010010;
	6:
		display7Segment = 7'b0000010;
	7:
		display7Segment = 7'b1111000;
	8:
		display7Segment = 7'b0000000;
	9:
		display7Segment = 7'b0010000;
	default:
		display7Segment = 7'b1000000;
	endcase
end
endmodule
module clk_divider(
	input clk, rst,
	output reg clk_div
);
reg[31:0]  counter;
localparam target = 25000000;
always@(posedge clk or negedge rst)
begin
	if(rst == 0)
		counter <= 0;
	else if(counter == target-1)
		counter = 0;
	else
		counter = counter + 32'b1;
end
always@(posedge clk or negedge rst)
begin
	if(rst == 0)
		clk_div = 1'b0;
	else if(counter == target-1)
		clk_div = ~clk_div;
	else
		clk_div = clk_div;
end
endmodule
module accumulator(
	input            enable, clk,
	input      [5:0] target,
	output reg [5:0] count,
	output reg [9:0] accumulated,
	output reg maxReached
);
always@(posedge clk)
begin
	if(enable)
		begin
			if(count < target)
				begin
					maxReached  = 0;
					count       = count +1;
					accumulated = accumulated + count;
				end
			else 
			begin
				maxReached  = 1;
			end
		end
	else
	begin
		count       = 0;
		maxReached  = 0;
		accumulated = 0;
	end
end
endmodule
module factorialSum(
	input             clk, rst, start,
	input       [5:0] num,
	output reg  [1:0] statusLed,
	output wire [6:0] disp_unit,
	output wire [6:0] disp_tens,
	output wire [6:0] disp_hundreth
);
parameter idle    = 0,
			 compute = 1,
			 done    = 2;
reg [1:0] current_state; 
reg [1:0] next_state;
wire [3:0] acc_units;
wire [3:0] acc_tens;
wire [3:0] acc_hundreths;
wire newClock;
reg  [5:0] target;
reg accumEn;
wire  [9:0] counterOut;  
wire  [9:0] accum;
reg   [9:0] result;
wire reachedFlag;
assign acc_units     = result % 10;
assign acc_tens      = (result / 10) % 10;
assign acc_hundreths = result / 100;
clk_divider New_Clock(
	.clk(clk), 
	.rst(rst),
	.clk_div(newClock)
);
accumulator PlsWork(
	.enable(accumEn), 
	.clk(newClock),
	.target(target),
	.count(counterOut),
	.accumulated(accum),
	.maxReached(reachedFlag)
);
BCD UNITS(
	.num(acc_units),
	.display7Segment(disp_unit)
);
BCD DECENAS(
	.num(acc_tens),
	.display7Segment(disp_tens)
);
BCD CENTENAS(
	.num(acc_hundreths),
	.display7Segment(disp_hundreth)
);
always@(posedge newClock, negedge rst) 
begin
	if(~rst) current_state <= idle;
	else current_state <= next_state;
end
always@(start, reachedFlag)
begin
	case(current_state)
		idle:
		begin
			if(start) next_state <= compute;
			else next_state      <= idle;
		end
		compute:
		begin
			if(reachedFlag) next_state <= done;
			else next_state <= compute;
		end
		done:
		begin
			if(start) next_state <= idle;
			else next_state <= done;
		end
	endcase
end
always@(current_state)
begin
	case(current_state)
	idle:
	begin
		target       <= num;
		result       <= 0;
		accumEn      <= 0;
		statusLed[0] <= 0;
		statusLed[1] <= 0;
	end
	compute:
	begin
		accumEn      <= 1;
		statusLed[0] <= 1;
		result       <= accum;
	end
	done:
	begin
		accumEn      <= 0;
		statusLed[1] <= 1;
	end
	endcase
end
endmodule
--- run.sh ---
#!/bin/bash
# OpenROAD 26Q1-2900-gdf79404cd8, Yosys 0.63+post, stock flow scripts
make -C /OpenROAD-flow-scripts/flow DESIGN_CONFIG=/design/flow/config.mk WORK_HOME=/design/flow/orfs finish
==> flow_summary.ini <==
; implementation run metrics
[global_routing]
grt_first_pass_wirelength_um = 23500
overflow_left_after_global_routing = 0
global_route.usage.total_pct = 13.1
antenna_violations_before_repair = 0
number_of_global_route_vias_before_repair = 5073
grt_max_degree = 36

[clock_tree]
clkSlewWorstSetupHoldPaths_ns = 0.05
cts_hold_buffers = 0
number_of_setup_buffers_added_after_cts = 0
cts_tree = done
cts.htree.levels = 2
numCtsBuffers = 5
insertion_delay_late_pin_ns = 0.27
clk_root_buffer_cell = clkbuf_16
max-clock-path-buffers = 2
cts.repair.resized = 0

[placement]
placed_cell_area_mm2 = 0.00672
gp_congestion = 0.928
post_place_setup_slack_ns = 2.79
place.detailed.instances = 1048
hpwl_um = 10600
portBuffers = 31

[yosys]
yosysChipArea_mm2 = 0.00616
synth.yosys.num_cells = 773
synth_top_area_share_pct = 14.2
synth-edff-count = 0
yosysWarnings = 5
ys.flops = 73
async_flop_share_pct = 47.9
synth.avg_cell_area_um2 = 7.97
yosysUniqueCellTypes = 95
top_cell_type_by_total_area_after_synthesis = dfrtp_1
post_synth_instance_area_mm2 = 0.00616
postSynthCellCount = 773
yosys_most_used_dff = dfrtp_1
synth.area.top_cells = dfrtp_1 14%, ha_1 8.3%, dfxtp_1 5.5%, xnor2_1 5.1%, nor2_1 4.1%

[route]
wl_per_cell_um = 12.8
wl_um = 13600
post-route-drc-count = 0
drt_first_pass_iters = 4
drt_first_iter_violations = 254
avgViaCountPerCell = 5.18
via_count = 5465
diodes_inserted = 0
postRouteAntennaNets = 0

[final_layout]
final_layout_size_suffix_gt1_share_pct = 4.71
final_area_mm2 = 0.00686
area_added_between_synthesis_and_finish_pct = 11.3
mostFrequentLayoutCell = nor2_1
layoutNonFillerInstCount = 1055
finish.utilization_pct = 34.0
most-common-layout-cells = 68 x nor2_1, 66 x nand2_1, 46 x a21oi_1, 41 x ha_1, 36 x xnor2_1

[critical_path]
worst_ep_required_time_ns = 5.60
path_cells = ha_1, and3_1, and3_1, and3_1, and4_1, nor2b_1, nand4_1, nor2b_1, nand2_1, xor2_1, nor2_1
crit_path_top_delay_cell = dfrtp_1
critical-path-max-stage-delay_ns = 0.37
critPathKind = reg -> reg
crit_arrival_ns = 2.81
worst_path_most_repeated_cell = and3_1
startpoint_type_of_the_worst_setup_path = register
critical_path.endpoint_type = register
crit_path_max_fanout = 6

[final_timing]
number_of_failing_hold_endpoints_at_the_final_stage = 0
worstMarginPinSlew_ns = 0.844
report.final.slew_viol_count = 0
clock_skew_ns = 0.00468
final.period_utilization_pct = 48.3
unclocked_pins = 40
final.setup.worst_slack_ns = 2.79
max_freq_mhz = 383
final_number_of_setup_violating_endpoints = 0
fin_tns_setup_ns = 0
final.min_clock_period_ns = 2.61
max_slew_margin_pct = 43.6
rsz0062_at_grt = no
number_of_unconstrained_endpoints = 63

[pwr]
leakagePower_nw = 2.96
vdd_ir_drop_max_mv = 0.189
power_per_cell_area_mw_per_mm2 = 77.6

[die]
die_height_um = 145
std_cell_rows = 52
boundary_pin_count = 32
initial_core_util_pct = 30.6
core_region_area_mm2 = 0.0202
die_w_um = 145
chip_area_mm2 = 0.0211

[min_path]
hold_class = reg -> reg

[job]
maxCapViolCount = 0
warnings = 41

[status]
outcome = completed
## layer usage
| metal | wire [um] | GRT usage [%] | vias to the layer above | part of all wire, % |
|---|---|---|---|---|
| met2 | 6440 | 22.3 | 79 | 47 |
| met1 | 6650 | 19.0 | 2519 | 49 |
| met4 | 133 | 1.79 | 0 | 0.98 |
| met5 | 0 | 0 | - | 0 |
| met3 | 339 | 0.864 | 10 | 2.5 |
| li1 | - | - | 2857 | - |
## final timing paths
| check | start | to | slack [ns] | cells past startpoint |
|---|---|---|---|---|
| setup / recovery | New_Clock.counter[0] | New_Clock.counter[24] | 2.79 | 11 |
| hold / removal | New_Clock.counter[31] | New_Clock.counter[31] | 0.47 | 1 |
| setup reg to reg | New_Clock.counter[0] | New_Clock.counter[24] | 2.79 | 11 |
| hold reg to reg | New_Clock.counter[31] | New_Clock.counter[31] | 0.47 | 1 |
| max in group asynchronous | rst | New_Clock.counter[20] | 3.87 | 2 |
| min in group asynchronous | rst | New_Clock.counter[30] | 1.22 | 2 |
## flip-flops by register name, indices dropped and copies added, names as in the netlist
register	flops
New_Clock.counter	32
PlsWork.accumulated	10
result	10
PlsWork.count	6
target	6
current_state	2
next_state	2
statusLed	2
New_Clock.clk_div	1
PlsWork.maxReached	1
accumEn	1
## final cells by class
| class | instances | area, um2 |
|---|---|---|
| Clock buffer | 7 | 143 |
| Sequential cell | 73 | 1530 |
| Tap cell | 270 | 338 |
| Inverter | 34 | 128 |
| Timing Repair Buffer | 34 | 333 |
| Fill cell | 2148 | 13300 |
| Multi-Input combinational cell | 637 | 4390 |
## cells in the mapped netlist (6+ instances only)
cell,count
nor2_1,68
nand2_1,66
a21oi_1,46
ha_1,41
xnor2_1,36
dfrtp_1,35
inv_1,29
o21ai_0,28
and2_1,26
xor2_1,24
nand3_1,22
clkbuf_1,20
nor3_1,20
and3_1,18
dfxtp_1,17
nor2b_1,17
dlxtn_1,15
a21o_1,13
mux2i_1,12
or3_1,11
a211oi_1,10
nand4_1,10
nand2b_1,9
nor4_1,8
o211ai_1,8
o31ai_1,8
a31oi_1,7
buf_2,7
dlxtp_1,6
o21ai_1,6
o22ai_1,6
## per-stage QoR
stage,hold slack (ns),power [mW]
2_1_floorplan,0.443,0.256
3_3_place_gp,0.459,0.269
3_5_place_dp,0.460,0.268
4_1_cts,0.470,0.540
5_1_grt,0.487,0.552
6_report,0.468,0.533
## power breakdown
group          internal [mW]  switching, mW
clock network          0.180         0.0884
logic                0.00673        0.00710
registers              0.250       0.000304
total                  0.437         0.0958
## worst max-delay path, delay by kind of cell, from the launching register on
kind	cells	cell delay, ns
xor+xnor	1	0.15
flops	1	0.37
simple gates	9	1.84
fa+ha+maj	1	0.18
## cells by family (layout without fill, tap and decap cells)
group	after synthesis	in the layout	synth area share [%]
xor gates and xnor gates	60	60	8.53
and+or+nand+nor	305	305	25.8
AOI/OAI and AO/OA	213	213	25.3
buffers and inverters	63	75	3.98
adders and majority gates	44	44	8.99
latches	21	21	5.12
DFF	52	52	19.7
muxes	15	15	2.50
No activity file was given, so power comes from the tool's default toggle rates.
