File: flow/run.sh
#!/bin/bash
# OpenROAD 26Q1-2900-gdf79404cd8, Yosys 0.63+post, stock flow scripts
make -C /OpenROAD-flow-scripts/flow DESIGN_CONFIG=/design/flow/config.mk WORK_HOME=/design/flow/orfs finish
File: flow/config.mk
export PLATFORM = sky130hd
export DESIGN_NAME = ALU_display
export DESIGN_NICKNAME = ALU_display
export VERILOG_FILES = /design/flow/design.v
export SDC_FILE = /design/flow/constraint.sdc
export NUM_CORES = 4
export LEC_CHECK = 1
export CORE_UTILIZATION = 40
File: flow/constraint.sdc
current_design ALU_display

set clk_period 17.7
set clk_io_pct 0.2

create_clock -name clk0 -period $clk_period

set non_clock_inputs [all_inputs -no_clocks]
set_input_delay [expr $clk_period * $clk_io_pct] -clock clk0 $non_clock_inputs
set_output_delay [expr $clk_period * $clk_io_pct] -clock clk0 [all_outputs]
File: flow/design.v
module ALU(
	input  [3:0]     num1, num2,
	input  [1:0]     operationSelect,
	input            shiftButton1, shiftButton2,
	output reg [7:0] result
);
always@(*)
begin
	if(shiftButton1 == 0)
	begin
		result <= num1 << num2;
	end
	else if(shiftButton2 == 0)
	begin
		result <= num1 >> num2;
	end
	else
	begin
		casex(operationSelect)
			0:  
				result <= num1 + num2;
			1:  
				result <= num1 - num2;
			2:  
				result <= num1*num2;
			3:  
				result <= num1/num2;
			default:
				result <= 0;
		endcase
	end
end
endmodule
module ALU_display(
	input   [3:0] alu_in1, alu_in2,
	input   [1:0] alu_selector,
	input         alu_switch1, alu_switch2,
	output  [7:0] alu_out,
	output  [6:0] in1_units_display,
					  in1_decenas_display,
					  in2_units_display,
					  in2_decenas_display,
						out_unit_display,
						out_decenas_display,
						out_centenas_display					  
);
ALU unidad_aritmetica_logica(
	.num1(alu_in1), 
	.num2(alu_in2),
	.operationSelect(alu_selector),
	.shiftButton1(alu_switch1), 
	.shiftButton2(alu_switch2),
	.result(alu_out)
);
wire[3:0] in1_unit    = alu_in1 % 10;
wire[3:0] in1_decenas = alu_in1 / 10;
wire[3:0] in2_unit    = alu_in2 % 10;
wire[3:0] in2_decenas = alu_in2 / 10;
wire[3:0] out_unit     = alu_out      % 10;
wire[3:0] out_decenas  = (alu_out/10) % 10;
wire[3:0] out_centenas = alu_out      / 100;
BCD UNIDADES_ENTRADA1(
	.num(in1_unit),
	.display7Segment(in1_units_display)
);
BCD DECENAS_ENTRADA1(
	.num(in1_decenas),
	.display7Segment(in1_decenas_display)
);
BCD UNIDADES_ENTRADA2(
	.num(in2_unit),
	.display7Segment(in2_units_display)
);
BCD DECENAS_ENTRADA2(
	.num(in2_decenas),
	.display7Segment(in2_decenas_display)
);
BCD UNIDADES_SALIDA(
	.num(out_unit),
	.display7Segment(out_unit_display)
);
BCD DECENAS_SALIDA(
	.num(out_decenas),
	.display7Segment(out_decenas_display)
);
BCD CENTENAS_SALIDA(
	.num(out_centenas),
	.display7Segment(out_centenas_display)
);
endmodule
module BCD(
	input      [3:0] num,
	output reg [6:0] display7Segment
);
always@(num)
begin
	casex(num)
	0:
		display7Segment = 7'b1000000;
	1:
		display7Segment = 7'b1111001;
	2:
		display7Segment = 7'b0100100;
	3:
		display7Segment = 7'b0110000;
	4:
		display7Segment = 7'b0011001;
	5:
		display7Segment = 7'b0010010;
	6:
		display7Segment = 7'b0000010;
	7:
		display7Segment = 7'b1111000;
	8:
		display7Segment = 7'b0000000;
	9:
		display7Segment = 7'b0010000;
	default:
		display7Segment = 7'b1000000;
	endcase
end
endmodule
==> load_flow_metrics.sql <==
-- implementation run metrics
INSERT INTO impl_metrics (metric_group, metric, value, unit) VALUES
('flow_run', 'maxCapViolCount', '0', ''),
('global_route', 'grt_start_max_net_pins', '20', ''),
('timing', 'post_route_setup_slack', '-385', 'ps'),
('floorplan', 'core_util_floorplan', '41.4', '%'),
('drt', 'wl_per_cell', '14.9', 'µm'),
('layout', 'flops', '0', ''),
('global_route', 'grt_first_pass_wirelength', '28100', 'µm'),
('drt', 'route.detailed.vias_per_inst', '5.40', ''),
('critical_path', 'crit_path_start_kind', 'input pin', ''),
('critical_path', 'critPathArrivalTime', '14540', 'ps'),
('pwr', 'cellInternalPower', '273', 'µW'),
('timing', 'finalSetupViolations', '17', ''),
('run_status', 'failed_checks', 'negative setup slack', ''),
('critical_path', 'worst-setup-path-type', 'input pin to output pin', ''),
('drt', 'antenna-diode-count', '0', ''),
('yosys', 'yosys-stat-area', '0.00503', 'mm²'),
('yosys', 'synth.cell_area', '0.00503', 'mm²'),
('floorplan', 'die_width', '114', 'µm'),
('timing', 'finalSetupTns', '-4590', 'ps'),
('clock_tree', 'number_of_buffers_inserted_for_hold_repair_after_clock_tree_synthesis', '0', ''),
('global_route', 'vias_in_the_first_global_route', '5789', ''),
('timing', 'final-max-slew-violation-count', '0', ''),
('timing', 'max_clock_freq', '55.3', 'MHz'),
('floorplan', 'die.size.y', '114', 'µm'),
('layout', 'combGateArea', '0.00519', 'mm²'),
('pwr', 'share_clk_of_total_power', '0', '%'),
('pwr', 'combPwrFrac', '100.0', '%'),
('global_route', 'grt_usage', '26.7', '%'),
('yosys', 'synth.yosys.seq_area_share', '0', '%'),
('yosys', 'yosys_warnings', '2', ''),
('yosys', 'synth.cells.most_frequent', '83 x sky130_fd_sc_hd__ha_1, 61 x sky130_fd_sc_hd__nor2_1, 57 x sky130_fd_sc_hd__nand2_1', ''),
('placed_design', 'detailedPlacementHpwl', '13000', 'µm'),
('floorplan', 'die_area', '0.0130', 'mm²'),
('pwr', 'pwr-share-seq', '0', '%'),
('placed_design', 'io_buf_count', '62', ''),
('critical_path', 'timing.critical_path.to_type', 'output pin', ''),
('floorplan', 'boundary_pin_count', '69', ''),
('critical_path', 'cp_data_required_time', '14160', 'ps'),
('yosys', 'synthesis.instances', '705', ''),
('yosys', 'ys_cells', '705', ''),
('drt', 'num_vias', '5967', ''),
('flow_run', 'stage_log_warnings', '63', ''),
('layout', 'final_util', '63.5', '%'),
('timing', 'grt_setup_unrepaired', 'true', ''),
('layout', 'area_growth_syn_to_layout', '53.5', '%'),
('worst_hold_path', 'min_path_type', 'input pin to output pin', ''),
('yosys', 'ys_types', '88', ''),
('drt', 'detail_route_antenna_nets', '0', ''),
('pwr', 'p_leak', '3.65', 'nW'),
('critical_path', 'worst_path_largest_cell_delay', '380', 'ps'),
('run_status', 'run_status', 'finished, violations left', ''),
('yosys', 'top_area_share', '20.6', '%'),
('worst_hold_path', 'worst_hold_startpoint', 'alu_in2[2]', ''),
('pwr', 'p_sw', '229', 'µW'),
('pwr', 'power-per-cell-area', '64.9', 'mW/mm²'),
('worst_hold_path', 'hold_depth', '7', ''),
('layout', 'fillerInstances', '1018', ''),
('yosys', 'synthesis.area_per_instance', '7.14', 'µm²'),
('placed_design', 'place_congestion', '0.965', ''),
('critical_path', 'crit_path_top_delay_cell', 'sky130_fd_sc_hd__or3_1', ''),
('layout', 'post_route_cells_drive_above_1_share', '37.3', '%'),
('drt', 'wirelength', '16500', 'µm'),
('timing', 'period_needed', '18080', 'ps'),
('timing', 'finalHoldViolCount', '0', ''),
('layout', 'area_used_by_sequential_logic_in_the_layout', '0', 'µm²'),
('pwr', 'peakVddDrop', '0.0321', 'mV'),
('yosys', 'library_cell_occupying_the_most_area_in_the_post_synthesis_netlist', 'sky130_fd_sc_hd__ha_1', ''),
('timing', 'post-route-period-util', '102', '%'),
('worst_hold_path', 'timing.hold.worst_endpoint', 'in2_units_display[3]', ''),
('layout', 'clock_buffer_count', '0', ''),
('timing', 'relSlewSlack', '53.1', '%');
how the worst max path moves through the flow:
stage / slack, ps / from / endpoint
CTS: -450 / alu_in1[2] / out_unit_display[6]
global route: -950 / alu_in1[2] / out_unit_display[6]
finish: -380 / alu_in1[1] / out_unit_display[6]
through the flow:
stage / worst slack, ps / cells / cell area, µm² / hold WS (ps) / power (mW)
finish: -385 / 1106 / 7730 / 7990 / 0.502
global route: -952 / 1106 / 7730 / 8040 / 0.553
CTS: -448 / 1098 / 7610 / 8000 / 0.476
detailed placement: -1460 / 1066 / 7160 / 8270 / 0.436
global placement: -1190 / 1066 / 7160 / 8270 / 0.428
floorplan: -528 / 712 / 5350 / 7210 / 0.253
what timing repair did:
item / in CTS / in global routing
hold endpoints to repair: 0 / 0
cloned: 1 / 0
endpoints found under the setup margin: 18 / 18
resized: 133 / 13
pin swaps: 69 / 17
buffers inserted: 31 / 8
power by group through the flow:
stage	Clock (mW)	Combinational, mW	Sequential [mW]
global route	0	0.553	0
CTS	0	0.476	0
finish	0	0.502	0
worst max-delay path: cells and delay by family:
family / cells / cell delay [ps]
and+or+nand+nor: 16 / 2710
adders and majority gates: 10 / 2280
buffers and inverters: 11 / 1120
AOI/OAI and AO/OA: 22 / 3440
xor gates and xnor gates: 3 / 470
muxes: 4 / 980
per-layer routing:
| layer | routed length (µm) | vias to the layer above | GRT usage, % |
|---|---|---|---|
| met5 | 0 | - | 0 |
| met4 | 189 | 0 | 3.20 |
| met3 | 614 | 18 | 1.35 |
| met2 | 7220 | 148 | 42.8 |
| met1 | 8440 | 2740 | 40.6 |
| li1 | - | 3061 | - |
logic make-up after synthesis:
kind of cell,after synthesis,synth area share (%)
AND/OR/NAND/NOR,247,25.0
AND-OR/OR-AND,217,32.1
buffers and inverters,93,8.35
adder cells (fa/ha/maj),90,23.2
multiplexers,39,8.30
XOR/XNOR,17,2.96
other,2,0.149
cell usage in the layout (no fill, tap or decap), types with 5 or more instances in the layout:
cell	count
sky130_fd_sc_hd__ha_1	67
sky130_fd_sc_hd__o21ai_1	5
sky130_fd_sc_hd__o211ai_1	9
sky130_fd_sc_hd__inv_1	41
sky130_fd_sc_hd__nor3_2	6
sky130_fd_sc_hd__nor2_1	57
sky130_fd_sc_hd__conb_1	9
sky130_fd_sc_hd__a21oi_1	42
sky130_fd_sc_hd__a211oi_1	7
sky130_fd_sc_hd__and2_1	7
sky130_fd_sc_hd__mux2_4	6
sky130_fd_sc_hd__buf_4	191
sky130_fd_sc_hd__o21ai_2	5
sky130_fd_sc_hd__nand3_1	12
sky130_fd_sc_hd__a21oi_2	7
sky130_fd_sc_hd__inv_2	9
sky130_fd_sc_hd__o21ai_0	20
sky130_fd_sc_hd__mux2_2	11
sky130_fd_sc_hd__buf_2	17
sky130_fd_sc_hd__fa_1	6
sky130_fd_sc_hd__ha_4	15
sky130_fd_sc_hd__o21a_1	15
sky130_fd_sc_hd__clkdlybuf4s50_1	39
sky130_fd_sc_hd__nor3_1	24
sky130_fd_sc_hd__mux2i_1	18
sky130_fd_sc_hd__buf_6	9
sky130_fd_sc_hd__a31oi_1	11
sky130_fd_sc_hd__nand4_1	5
sky130_fd_sc_hd__nand2_1	53
sky130_fd_sc_hd__xnor2_1	13
sky130_fd_sc_hd__nand2b_1	14
sky130_fd_sc_hd__or3_1	6
sky130_fd_sc_hd__nor2b_1	10
sky130_fd_sc_hd__o31ai_1	9
sky130_fd_sc_hd__a21o_1	16
sky130_fd_sc_hd__a211o_1	5
final cells by class:
| type | instances | area share, % |
|---|---|---|
| multi-input cells | 620 | 67.2 |
| repair buffers | 263 | 27.1 |
| inverters | 55 | 3.01 |
| well taps | 168 | 2.72 |
Power is estimated from default activity; no workload was simulated.
